==> /design/flow/run.sh <==
#!/bin/bash
# OpenROAD 26Q1-2900-gdf79404cd8, Yosys 0.63+post, stock flow scripts
make -C /OpenROAD-flow-scripts/flow DESIGN_CONFIG=/design/flow/config.mk WORK_HOME=/design/flow/orfs finish
==> /design/flow/config.mk <==
export PLATFORM = sky130hd
export DESIGN_NAME = parser_wrapper
export DESIGN_NICKNAME = parser_wrapper
export VERILOG_FILES = /design/flow/design.v
export SDC_FILE = /design/flow/constraint.sdc
export NUM_CORES = 4
export LEC_CHECK = 1
export CORE_AREA = 10 10 446 446
export DIE_AREA = 0 0 456 456
==> /design/flow/constraint.sdc <==
current_design parser_wrapper

set clk_period 2.2
set clk_io_pct 0.2

create_clock -name clk0 -period $clk_period [get_ports {CLK}]

set non_clock_inputs [all_inputs -no_clocks]
set_input_delay [expr $clk_period * $clk_io_pct] -clock clk0 $non_clock_inputs
set_output_delay [expr $clk_period * $clk_io_pct] -clock clk0 [all_outputs]
==> /design/flow/design.v <==
`timescale  1ns/1ns
`default_nettype wire
module parser_wrapper #(
  parameter C_BUS_DATA_WIDTH = 512                 ,
  parameter C_BUS_KEEP_WIDTH = (C_BUS_DATA_WIDTH/8)
) (
  input  wire                        CLK              ,
  input  wire                        RST_N            ,
  input  wire [C_BUS_DATA_WIDTH-1:0] IN_PACKET_TDATA  ,
  output wire                        IN_PACKET_TREADY ,
  input  wire                        IN_PACKET_TVALID ,
  input  wire                        IN_PACKET_TLAST  ,
  input  wire [C_BUS_KEEP_WIDTH-1:0] IN_PACKET_TKEEP  ,
  output wire [C_BUS_DATA_WIDTH-1:0] OUT_PACKET_TDATA ,
  input  wire                        OUT_PACKET_TREADY,
  output wire                        OUT_PACKET_TVALID,
  output wire                        OUT_PACKET_TLAST ,
  output wire [C_BUS_KEEP_WIDTH-1:0] OUT_PACKET_TKEEP ,
  output wire                        RULE_TDATA       ,
  output wire                        RULE_TVALID
);
  assign OUT_PACKET_TDATA  = IN_PACKET_TDATA;
  assign IN_PACKET_TREADY  = OUT_PACKET_TREADY;
  assign OUT_PACKET_TVALID = IN_PACKET_TVALID;
  assign OUT_PACKET_TLAST  = IN_PACKET_TLAST;
  assign OUT_PACKET_TKEEP  = IN_PACKET_TKEEP;
  reg [C_BUS_DATA_WIDTH-1:0] data ;
  reg                        valid;
  reg                        last ;
  always @(posedge CLK or negedge RST_N) begin : proc_reg_data
    if(~RST_N) begin
      data  <= 0;
      valid <= 0;
    end else begin
      if(IN_PACKET_TVALID&IN_PACKET_TREADY) begin
        last  <= IN_PACKET_TLAST;
        data  <= IN_PACKET_TDATA;
        valid <= 1'b1;
      end else begin
        valid <= 1'b0;
      end
    end
  end
  reg new_pkt;
  always @(posedge CLK or negedge RST_N) begin : proc_new_pkt
    if(~RST_N) begin
      new_pkt <= 1'b1;
    end else begin
      if(valid&last) begin
        new_pkt <= 1'b1;
      end else if(valid) begin
        new_pkt <= 1'b0;
      end
    end
  end
  localparam LENGTH_ETHERNET = 14*8                       ;
  localparam LENGTH_VLAN     = 4*8                        ;
  localparam LENGTH_IPV4     = 20*8                       ;
  localparam LENGTH_IPV6     = 38*8                       ;
  localparam LENGTH_UDP      = 8*8                        ;
  localparam OFFSET_IP       = LENGTH_ETHERNET            ;
  localparam OFFSET_UDP_IPV4 = LENGTH_ETHERNET+LENGTH_IPV4;
  localparam OFFSET_UDP_IPV6 = LENGTH_ETHERNET+LENGTH_IPV6;
  reg        rule                                         ;
  reg        rule_valid                                   ;
  wire       has_vlan                                     ;
  assign has_vlan = data[96+:16]==16'h0081;
  wire has_nested_vlan;
  assign has_nested_vlan = data[LENGTH_ETHERNET+16+:16]==16'h0081;
  wire is_ipv4;
  assign is_ipv4 = data[96+:16]==16'h0008;
  wire is_ipv4_inside_vlan;
  assign is_ipv4_inside_vlan = data[LENGTH_ETHERNET+16+:16]==16'h0008;
  wire is_ipv4_inside_nested_vlan;
  assign is_ipv4_inside_nested_vlan = data[LENGTH_ETHERNET+LENGTH_VLAN+16+:16]==16'h0008;
  wire is_ipv6;
  assign is_ipv6 = data[96+:16]==16'hdd86;
  wire is_ipv6_inside_vlan;
  assign is_ipv6_inside_vlan = data[LENGTH_ETHERNET+16+:16]==16'hdd86;
  wire is_ipv6_inside_nested_vlan;
  assign is_ipv6_inside_nested_vlan = data[LENGTH_ETHERNET+LENGTH_VLAN+16+:16]==16'hdd86;
  wire is_udp_ipv4;
  assign is_udp_ipv4 = data[OFFSET_IP+72+:8]==8'h11;
  wire is_udp_ipv4_inside_vlan;
  assign is_udp_ipv4_inside_vlan = data[OFFSET_IP+LENGTH_VLAN+72+:8]==8'h11;
  wire is_udp_ipv4_inside_nested_vlan;
  assign is_udp_ipv4_inside_nested_vlan = data[OFFSET_IP+2*LENGTH_VLAN+72+:8]==8'h11;
  wire is_udp_ipv6;
  assign is_udp_ipv6 = data[OFFSET_IP+32+:8]==8'h11;
  wire is_udp_ipv6_inside_vlan;
  assign is_udp_ipv6_inside_vlan = data[OFFSET_IP+LENGTH_VLAN+32+:8]==8'h11;
  wire is_udp_ipv6_inside_nested_vlan;
  assign is_udp_ipv6_inside_nested_vlan = data[OFFSET_IP+2*LENGTH_VLAN+32+:8]==8'h11;
  wire is_udp_ipv4_port_53;
  assign is_udp_ipv4_port_53 = data[OFFSET_UDP_IPV4+:16]==16'h3500||data[OFFSET_UDP_IPV4+16+:16]==16'h3500;
  wire is_udp_ipv4_port_53_inside_vlan;
  assign is_udp_ipv4_port_53_inside_vlan = data[OFFSET_UDP_IPV4+LENGTH_VLAN+:16]==16'h3500||data[OFFSET_UDP_IPV4+LENGTH_VLAN+16+:16]==16'h3500;
  wire is_udp_ipv4_port_53_inside_nested_vlan;
  assign is_udp_ipv4_port_53_inside_nested_vlan = data[OFFSET_UDP_IPV4+2*LENGTH_VLAN+:16]==16'h3500||data[OFFSET_UDP_IPV4+2*LENGTH_VLAN+16+:16]==16'h3500;
  wire is_udp_ipv6_port_53;
  assign is_udp_ipv6_port_53 = data[OFFSET_UDP_IPV6+:16]==16'h3500||data[OFFSET_UDP_IPV6+16+:16]==16'h3500;
  wire is_udp_ipv6_port_53_inside_vlan;
  assign is_udp_ipv6_port_53_inside_vlan = data[OFFSET_UDP_IPV6+LENGTH_VLAN+:16]==16'h3500||data[OFFSET_UDP_IPV6+LENGTH_VLAN+16+:16]==16'h3500;
  wire is_udp_ipv6_port_53_inside_nested_vlan;
  assign is_udp_ipv6_port_53_inside_nested_vlan = data[OFFSET_UDP_IPV6+2*LENGTH_VLAN+:16]==16'h3500||data[OFFSET_UDP_IPV6+2*LENGTH_VLAN+16+:16]==16'h3500;
  assign RULE_TDATA  = rule;
  assign RULE_TVALID = rule_valid;
  always @(posedge CLK or negedge RST_N) begin : proc_rule
    if(~RST_N) begin
      rule       <= 0;
      rule_valid <= 0;
    end else begin
      if(valid&new_pkt) begin
        rule <= (is_ipv4 && is_udp_ipv4 && is_udp_ipv4_port_53)  ||
          (has_vlan && is_ipv4_inside_vlan && is_udp_ipv4_inside_vlan && is_udp_ipv4_port_53_inside_vlan)  ||
          (has_nested_vlan && is_ipv4_inside_nested_vlan && is_udp_ipv4_inside_nested_vlan && is_udp_ipv4_port_53_inside_nested_vlan)  ||
          (is_ipv6 && is_udp_ipv6 && is_udp_ipv6_port_53)  ||
          (has_vlan && is_ipv6_inside_vlan && is_udp_ipv6_inside_vlan && is_udp_ipv6_port_53_inside_vlan)  ||
          (has_nested_vlan && is_ipv6_inside_nested_vlan && is_udp_ipv6_inside_nested_vlan && is_udp_ipv6_port_53_inside_nested_vlan);
        rule_valid <= 1'b1;
      end else if(rule_valid) begin
        rule_valid <= 1'b0;
      end
    end
  end
endmodule
==> notes.md <==
Per the OpenROAD timing report, the critical path contains 2 cells. The CTS log lists the clock sinks for this run as 293. The most used flip-flop cell after synthesis is dfrtp_1. For the tally of non-filler cells in the final layout, the log shows 3,942. The top cell type's share of synthesized area was 0.453; the worst path buffer plus inverter count was 2.

The flow ran to the end, and the final reports show no timing, DRC or antenna violations. The script logs the mean routed wire length per placed instance as 30.5 um. In this design, the critical path's most frequently occurring cell is clkdlybuf4s50_1. Per the cell usage report, the commonest logic cells after layout are 532 x clkdlybuf4s50_1, 291 x dfrtp_1, 289 x mux2_2.

Subtracting the final worst setup slack from the clock period gives 2.13 ns. The required time of the critical path is 1.76 ns, and the total number of placement rows is 159. For this design, the slowest cell found on the critical path is clkdlybuf4s50_1. Before CTS, the worst setup slack after placement is -0.111 ns.

In the final report, the number of pins over their slew limit comes to 0. The logs give 0 for the remaining global-route overflow and 1,162 for the number of I/O pins. The run gives 0 as the remaining routing DRC violations. The global-route wire length before repair was 146,000 um. The maximum number of pins on one net before global-route repair is 66. For the antenna violation net count after detailed routing, the log shows 0. On the reported timing paths, the clock transition at the registers reads 0.06 ns. The instance count of the mapped netlist was 1,318. The cell sequence reported for the critical path is clkdlybuf4s50_1 -> clkdlybuf4s50_1. Measured along the x axis, the die boundary spans 456 um.

The proportion of synthesized flip-flops having asynchronous set or reset works out to 0.997. The share of layout cells above drive strength 1 is 0.343. Looking at the critical path, the highest net fanout was 2. The number of DRC markers after the initial detailed-route iteration was 392. Data arrives at the worst endpoint at 1.69 ns. The tree is rooted in a clkbuf_16. The first-pass iteration count of the detailed router is 5, and the clock latency on the worst-skew pair is 0.63 ns. The critical path in the final layout is reported with a setup slack of 0.0661 ns.

The startpoint identified for the worst register-to-register timing path is data[337]. The run gives 0.610 for the relative max-transition margin. With the floorplan die area at 208,000 um2, the die outline height is 456 um. Yosys attributes the largest share of cell area to dfrtp_1 45%, buf_4 28%, mux2_2 20%.

Critical path capture point type: an output pin. After detailed placement, the design holds a cell count of 3,855. The number of cells on the worst reg-to-reg path is 8.

Per the gpl log, the routability congestion estimate is 0.791. The final-layout worst hold slack came out at 0.278 ns. Per STA, the worst path accumulates the most delay in the family buffers and inverters. Looking at the max-slew report, the worst-margin pin has a slew of 0.585 ns. Yosys stat counts 1,318 cells in the synthesized netlist.

Standby leakage power: 8.35 nW. The fraction of the core area occupied by cells at floorplan came out at 0.0853. The worst setup path is launched from an input pin.

Per the finish-stage timing summary, setup violations number 0. Looking at area per cell type in the netlist, the leader is dfrtp_1. In this run, distinct cell masters in the synthesized netlist total 29.

For this run, the slowest stage of the critical path takes 0.68 ns. In this run the number of H-tree levels came out at 2. TritonCTS built the clock tree. Hold-check failures listed in the final report amount to 0. Path type of the worst min-delay path: in -> async. The via count of the first global-routing pass was 11.0k; the share of synthesized area occupied by flip-flops and latches was 0.457. Compared with the post-synthesis result, the final layout area differs by 44.0%. The run gives 0.0453 ns as the final clock skew. The run gives 109,000 um as the estimated wirelength of the detail-placed design.

Mean post-synth cell area: 12.2 um2. The total non-filler cell area in the finished layout is 23,100 um2. The floorplan core area was 188,000 um2; the power density over the cells was 723 nW/um2.

Overall via count from detail_route: 10.2k. The total of buffers placed on input and output ports was 585. Setup repair after global routing left no endpoint under its margin. The post-route clock period utilization came out at 0.970.

The flip-flop and latch count after synthesis works out to 293. The logs give 1 for the warning count from the yosys run and 3 for the maximum number of buffers from clock root to sink. Yosys reports a chip area of 16,100 um2.

Among logic cells in the layout, the one with the most instances is clkdlybuf4s50_1. Dividing the detail-routed via count by the number of cells gives 2.59. Per the timing report, the most critical flop-to-flop path finishes at rule. TritonCTS created 41 clock buffers. The count of library flops with an enable pin is 1. The number of antenna violations at the first check in global routing was 83. The placed instances occupy a cell area of 21,600 um2. The tools report the overall global routing resource usage as 0.113. The setup path with the least slack is of type in -> out. With the buffer count from post-CTS setup fixing at 0, the number of warning messages in the logs is 25. For flop-to-flop paths, the worst setup slack is 0.20 ns. For the count of max-cap constraint violations, the log shows 0. The synthesized netlist occupies a cell area of 16,100 um2.

The aggregate routed wire length was 120,000 um; the maximum clock frequency was 469 MHz. The highest supply drop recorded on VDD is 471 uV.
layer usage:
layer | wire length, um | vias to the layer above | global-route usage | part of all wire
met3 | 19900 | 298 | 0.0844 | 0.17
met4 | 4010 | 10 | 0.0234 | 0.033
li1 | - | 4165 | - | -
met2 | 57800 | 765 | 0.190 | 0.48
met1 | 38300 | 4974 | 0.111 | 0.32
met5 | 150 | - | 0.00367 | 0.0012
final cells by class:
type | instances | area (um2)
multi-input cells | 414 | 4230
flip-flops and latches | 293 | 7340
fillers | 21100 | 165000
clock buffers | 49 | 1140
well taps | 2495 | 3120
clock inverters | 24 | 267
diodes | 13 | 32.5
repair buffers | 654 | 7020
how the worst max path moves through the flow:
stage | from | end | slack (ns)
4_1_cts | data[337] | rule | 0.02
5_1_grt | data[279] | rule | 0.005
6_report | IN_PACKET_TDATA[308] | OUT_PACKET_TDATA[308] | 0.07
power breakdown:
part	switching, mW	internal [mW]	total [mW]
Clock	2.87	4.18	7.05
Combinational	1.15	1.85	3.00
Sequential	0.483	6.19	6.68
Total	4.51	12.2	16.7
registers in the layout, indices dropped and copies added (netlist names):
register,count
rule,1
new_pkt,1
last,1
data,288
rule_valid,1
valid,1
per-stage QoR:
step | power (mW) | setup TNS (ns) | util
after floorplan | 8.19 | 0 | -
after global placement | 9.81 | -16.84 | 0.115
after detailed placement | 9.85 | -16.38 | 0.115
after CTS | 17.2 | 0 | 0.122
after global routing | 17.6 | 0 | 0.123
final | 16.7 | 0 | 0.123
kinds of logic (layout without fill, tap and decap cells):
group,after synthesis,after routing,share of synthesized area
AOI/OAI and AO/OA,9,9,0.00467
other,0,13,0
and+or+nand+nor,116,116,0.0523
muxes,289,289,0.203
DFF,293,293,0.457
buffers and inverters,611,727,0.284
repair_timing:
action,CTS,global route
hold buffers,1,0
gates resized,3,10
hold endpoints to repair,39,0
endpoints found under the setup margin,3,1
pin swaps,0,6
synth_stat cells (all sizes together), types with 3 or more instances:
master,count
dfrtp,291
mux2,289
nor4,32
and4b,14
nor4bb,3
a2111oi,5
nand4,17
nor4b,21
nand3b,3
nor2,7
buf,611
nand3,6
No activity file was given, so power comes from the tool's default toggle rates.
